**design/flow/run.sh**
```bash
#!/bin/bash
# OpenROAD 26Q1-2900-gdf79404cd8, Yosys 0.63+post, stock flow scripts
make -C /OpenROAD-flow-scripts/flow DESIGN_CONFIG=/design/flow/config.mk WORK_HOME=/design/flow/orfs finish
```
**design/flow/constraint.sdc**
```tcl
current_design project_4

set clk_period 4.0
set clk_io_pct 0.2

create_clock -name clk0 -period $clk_period [get_ports {i_Clk}]

set non_clock_inputs [all_inputs -no_clocks]
set_input_delay [expr $clk_period * $clk_io_pct] -clock clk0 $non_clock_inputs
set_output_delay [expr $clk_period * $clk_io_pct] -clock clk0 [all_outputs]
```
**design/flow/config.mk**
```make
export PLATFORM = sky130hd
export DESIGN_NAME = project_4
export DESIGN_NICKNAME = project_4
export VERILOG_FILES = /design/flow/design.v
export SDC_FILE = /design/flow/constraint.sdc
export NUM_CORES = 4
export LEC_CHECK = 1
export CORE_AREA = 10 10 79 79
export DIE_AREA = 0 0 89 89
```
**design/flow/design.v**
```verilog
module Debounce_Switch (input i_Clk, 
                        input i_Switch, 
                        output o_Switch);
    parameter CYCLES_UNTIL_STABLE = 250000;   
    reg [17:0] r_counter = 0;
    reg r_stable_switch_state = 1'b0;
    always @(posedge i_Clk) begin
        if (i_Switch !== r_stable_switch_state && r_counter < CYCLES_UNTIL_STABLE)
            r_counter <= r_counter + 1;
        else if (r_counter == CYCLES_UNTIL_STABLE) begin
            r_stable_switch_state <= i_Switch;
            r_counter <= 0;
        end
        else
            r_counter <= 0;
    end
    assign o_Switch = r_stable_switch_state;
endmodule
module project_4 (input  i_Clk,
                  input  i_Switch_1,
                  output o_LED_1);
    reg  r_LED_1    = 1'b0;
    reg  r_Switch_1 = 1'b0;
    wire w_Switch_1;
    Debounce_Switch di (.i_Clk(i_Clk), 
                        .i_Switch(i_Switch_1),
                        .o_Switch(w_Switch_1));
    always @(posedge i_Clk) begin
        r_Switch_1 <= w_Switch_1;  
        if (w_Switch_1 == 1'b0 && r_Switch_1 == 1'b1) begin
            r_LED_1 <= ~r_LED_1;         
        end
    end
    assign o_LED_1 = r_LED_1;
endmodule
```
==> flow_summary_export.csv <==
group,metric,value,unit
yosys,yosysSeqAreaShare,0.448,
job,maxCapViolCount,0,
outcome,status,"finished, final reports clean",
layout,layoutNonFillerInstCount,162,
clock_network,clk_latency,0.25,ns
yosys,yosys_warnings,2,
clock_network,cts_buffers,3,
worst_setup_path,slowest_stage,"clkdlybuf4s50_1",
worst_setup_path,required,3.20,ns
pwr,ir_drop,97.4,uV
global_route,grt.total_usage,0.0391,
yosys,yosysCellCount,104,
drt,n_antenna_cell,0,
place,port_buffers,2,
worst_hold_path,hold_depth,0,
clock_network,cts_resized,0,
layout,syn_to_final_growth,11.8,%
yosys,synth.cell_area,982,um2
clock_network,cts.sinks,21,
global_route,antenna_found_initial,0,
global_route,grt_pass1_wl,2600,um
clock_network,hold_buffers,0,
drt,drt_first_pass_iters,4,
timing,rsz0062_at_grt,"no",
timing,fin_crit_sh,0.466,
worst_setup_path,crit_fanout,2,
place,place_inst,158,
drt,drt-wirelength-per-cell,9.62,um
worst_setup_path,rr_worst_depth,4,
floorplanning,rows,25,
yosys,synth_flops,21,
worst_hold_path,hold_class,"reg -> reg",
worst_setup_path,crit_family,"buffers and inverters",
yosys,ys_chip_area,982,um2
pwr,power_density,328,nW/um2
worst_setup_path,reg2reg_setup_slack,2.29,ns
floorplanning,die-height,89,um
global_route,grt_pass1_vias,628,
timing,hold_violations,0,
worst_setup_path,criticalPathCategory,"reg -> out",
drt,drt_first_iter_violations,45,
yosys,ys_types,24,
layout,lay_top_count,"nor2_1",
timing,finalSetupViolCount,0,
place,gp_congestion,0.822,
clock_network,clockBufferDepth,2,
floorplanning,die_w,89,um
worst_setup_path,crit_path_start_kind,"flip-flop",
drt,drc,0,
worst_setup_path,crit_chain,"clkdlybuf4s50_1",
drt,vias_per_cell,4.17,
timing,setup_tns,0,ns
place,dp_hpwl,1120,um
drt,wirelength,1560,um
timing,worst_slew_pin_slew,0.699,ns
worst_hold_path,worstHoldStart,"di.r_stable_switch_state",
worst_setup_path,critPathBufInv,1,
worst_hold_path,hold-path-endpoint,"r_Switch_1",
global_route,gr-total-overflow,0,
floorplanning,pin_count,3,
drt,vias,675,
worst_setup_path,rr_endpoint,"di.r_stable_switch_state",
clock_network,cts-root-buf,"clkbuf_8",
clock_network,clk_pin_slew,0.07,ns
yosys,synth_cells,104,
floorplanning,core_area,4660,um2
layout,layout_top_cells,"nor2_1, dfxtp_1, xnor2_1",
yosys,avgSynthCellArea,9.44,um2
worst_setup_path,rr_startpoint,"di.r_counter[15]",
worst_setup_path,slowest_delay,0.47,ns
timing,finClkSkew,0.00219,ns
timing,max_slew_margin,0.534,
clock_network,tritoncts,"done",
worst_setup_path,cp-end-kind,"primary output",
drt,ant_nets,0,
worst_setup_path,arrival,1.06,ns
timing,max_clock_freq,536,MHz
layout,combGateArea,499,um2
job,warnings,26,
timing,finalCriticalPeriod,1.86,ns
clock_network,cts_setup_buffers,0,
global_route,grt_start_max_net_pins,19,
pwr,p_leak,0.000354,uW
layout,flop_area,440,um2
floorplanning,dieArea,7920,um2
layout,drive_gt1_frac,0.0926,
floorplanning,initial_core_util,0.211,
clock_network,htree_levels,1,
timing,slew_violations,0,
layout,fill_cells,498,
routing by layer:
metal / global-route usage / share of wire / up-vias
met2: 0.0672 / 0.44 / 4
li1: - / - / 357
met5: 0 / 0 / -
met1: 0.0499 / 0.52 / 312
met3: 0.00643 / 0.017 / 2
met4: 0.0101 / 0.017 / 0
flip-flops by register name, summed over array words and instances, names as in the netlist:
name / cells
di.r_stable_switch_state: 1
r_Switch_1: 1
r_LED_1: 1
di.r_counter: 18
per-stage QoR:
step | setup WS, ns | area [um2] | utilization | total power (uW) | hold slack [ns]
final | 2.14 | 1100 | 0.236 | 361 | 0.432
after global routing | 2.07 | 1100 | 0.236 | 376 | 0.459
after floorplan | 2.54 | 982 | - | 231 | 0.390
after global placement | 2.04 | 1050 | 0.226 | 234 | 0.422
after detailed placement | 2.02 | 1050 | 0.226 | 234 | 0.417
after CTS | 2.11 | 1100 | 0.236 | 367 | 0.440
synthesized netlist by cell type (all sizes together):
cell type / count / area share
buf: 2 / 0.017
and3: 1 / 0.011
nand3: 6 / 0.036
nand4: 5 / 0.054
inv: 7 / 0.027
a31oi: 1 / 0.0064
nor2: 24 / 0.092
ha: 2 / 0.025
xnor2: 14 / 0.12
nor4: 7 / 0.066
edfxtp: 2 / 0.061
nor3: 4 / 0.020
nor2b: 1 / 0.0064
dfxtp: 19 / 0.39
o31ai: 2 / 0.029
nand2: 5 / 0.019
xor2: 2 / 0.018
cell families after synthesis:
family / Yosys count / synth area share
adder cells (fa/ha/maj): 2 / 0.0255
flip-flops: 21 / 0.448
AND-OR/OR-AND: 3 / 0.0357
XOR/XNOR: 16 / 0.143
AND/OR/NAND/NOR: 53 / 0.304
buffers and inverters: 9 / 0.0433
final cells by class:
| class | count | share of cell area |
|---|---|---|
| flip-flops and latches | 21 | 0.401 |
| repair buffers | 2 | 0.0182 |
| inverters | 7 | 0.0239 |
| clock buffers | 4 | 0.0410 |
| well taps | 54 | 0.0615 |
| multi-input cells | 74 | 0.454 |
worst max-delay path by stage:
stage,from,endpoint,slack (ns),cells after the start
CTS,r_LED_1,o_LED_1,2.11,1
global route,r_LED_1,o_LED_1,2.07,1
finish,r_LED_1,o_LED_1,2.14,1
power breakdown:
part	internal, uW	switching [uW]	leakage [uW]	total, uW
Clock	70.7	61.6	0.0000228	132
Sequential	215	3.49	0.000172	218
Combinational	4.56	6.04	0.000159	10.6
Power and IR drop assume default switching activity.
