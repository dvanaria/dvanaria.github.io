[./run.sh]
#!/bin/bash
# OpenROAD 26Q1-2900-gdf79404cd8, Yosys 0.63+post, stock flow scripts
make -C /OpenROAD-flow-scripts/flow DESIGN_CONFIG=/design/flow/config.mk WORK_HOME=/design/flow/orfs finish
[./config.mk]
export PLATFORM = sky130hd
export DESIGN_NAME = project_5
export DESIGN_NICKNAME = project_5
export VERILOG_FILES = /design/flow/design.v
export SDC_FILE = /design/flow/constraint.sdc
export NUM_CORES = 4
export LEC_CHECK = 1
export CORE_AREA = 10 10 96 96
export DIE_AREA = 0 0 106 106
[./constraint.sdc]
current_design project_5

set clk_period 2.2
set clk_io_pct 0.2

create_clock -name clk0 -period $clk_period [get_ports {i_Clk}]

set non_clock_inputs [all_inputs -no_clocks]
set_input_delay [expr $clk_period * $clk_io_pct] -clock clk0 $non_clock_inputs
set_output_delay [expr $clk_period * $clk_io_pct] -clock clk0 [all_outputs]
[./design.v]
module Debounce_Switch (input i_Clk, 
                        input i_Switch, 
                        output o_Switch);
    parameter CYCLES_UNTIL_STABLE = 250000;   
    reg [17:0] r_counter = 0;
    reg r_stable_switch_state = 1'b0;
    always @(posedge i_Clk) begin
        if (i_Switch !== r_stable_switch_state && r_counter < CYCLES_UNTIL_STABLE)
            r_counter <= r_counter + 1;
        else if (r_counter == CYCLES_UNTIL_STABLE) begin
            r_stable_switch_state <= i_Switch;
            r_counter <= 0;
        end
        else
            r_counter <= 0;
    end
    assign o_Switch = r_stable_switch_state;
endmodule
module Nibble_to_7_Segment_Converter 
  (
   input       i_Clk,
   input [3:0] i_Binary_Num,
   output      o_Segment_A,
   output      o_Segment_B,
   output      o_Segment_C,
   output      o_Segment_D,
   output      o_Segment_E,
   output      o_Segment_F,
   output      o_Segment_G
   );
  reg [6:0]    r_Hex_Encoding = 7'h00;
  always @(posedge i_Clk)
    begin
      case (i_Binary_Num)
        4'b0000 : r_Hex_Encoding <= 7'h7E;
        4'b0001 : r_Hex_Encoding <= 7'h30;
        4'b0010 : r_Hex_Encoding <= 7'h6D;
        4'b0011 : r_Hex_Encoding <= 7'h79;
        4'b0100 : r_Hex_Encoding <= 7'h33;          
        4'b0101 : r_Hex_Encoding <= 7'h5B;
        4'b0110 : r_Hex_Encoding <= 7'h5F;
        4'b0111 : r_Hex_Encoding <= 7'h70;
        4'b1000 : r_Hex_Encoding <= 7'h7F;
        4'b1001 : r_Hex_Encoding <= 7'h7B;
        4'b1010 : r_Hex_Encoding <= 7'h77;
        4'b1011 : r_Hex_Encoding <= 7'h1F;
        4'b1100 : r_Hex_Encoding <= 7'h4E;
        4'b1101 : r_Hex_Encoding <= 7'h3D;
        4'b1110 : r_Hex_Encoding <= 7'h4F;
        4'b1111 : r_Hex_Encoding <= 7'h47;
      endcase
    end 
  assign o_Segment_A = r_Hex_Encoding[6];
  assign o_Segment_B = r_Hex_Encoding[5];
  assign o_Segment_C = r_Hex_Encoding[4];
  assign o_Segment_D = r_Hex_Encoding[3];
  assign o_Segment_E = r_Hex_Encoding[2];
  assign o_Segment_F = r_Hex_Encoding[1];
  assign o_Segment_G = r_Hex_Encoding[0];
endmodule
module project_5 (input i_Switch_2,
                  input i_Clk,
                  output o_Segment2_A,
                  output o_Segment2_B,
                  output o_Segment2_C,
                  output o_Segment2_D,
                  output o_Segment2_E,
                  output o_Segment2_F,
                  output o_Segment2_G);
    reg [3:0] r_counter = 4'b0000;
    wire w_Switch_2;   
    reg r_Switch_2 = 1'b0;    
    wire w_Segment_A;   
    wire w_Segment_B;
    wire w_Segment_C;
    wire w_Segment_D;
    wire w_Segment_E;
    wire w_Segment_F;
    wire w_Segment_G;
    Debounce_Switch ds (.i_Clk(i_Clk),
                        .i_Switch(i_Switch_2),
                        .o_Switch(w_Switch_2));
    always @(posedge i_Clk) begin
        r_Switch_2 <= w_Switch_2;
        if (w_Switch_2 == 1'b1 && r_Switch_2 == 1'b0) begin
            if (r_counter == 9)
                r_counter <= 0;
            else 
                r_counter <= r_counter + 1;
        end
    end
    Nibble_to_7_Segment_Converter bt7sc (.i_Clk(i_Clk),
                                         .i_Binary_Num(r_counter),
                                         .o_Segment_A(w_Segment_A),
                                         .o_Segment_B(w_Segment_B),
                                         .o_Segment_C(w_Segment_C),
                                         .o_Segment_D(w_Segment_D),
                                         .o_Segment_E(w_Segment_E),
                                         .o_Segment_F(w_Segment_F),
                                         .o_Segment_G(w_Segment_G));
    assign o_Segment2_A = ~w_Segment_A;
    assign o_Segment2_B = ~w_Segment_B;
    assign o_Segment2_C = ~w_Segment_C;
    assign o_Segment2_D = ~w_Segment_D;
    assign o_Segment2_E = ~w_Segment_E;
    assign o_Segment2_F = ~w_Segment_F;
    assign o_Segment2_G = ~w_Segment_G;
endmodule
==> impl_metrics.csv <==
group,metric,value,unit
run_status,outcome,"finished, final reports clean",
die,fp.dieW,106,µm
timing,holdWs,0.404,ns
routing,remaining_drc_errors,0,
die,initCoreUtil,21.2,%
routing,num_antenna_cells,0,
placed_design,place.gp.congestion,0.795,
setup_path,critPathMaxFanout,18,
synth,synth.distinct_cells,32,
timing,fin_crit,1.65,ns
power_and_ir_drop,power,1.02,mW
placed_design,place_hpwl,1820,µm
placed_design,io_buffers,8,
clock_network,cts_tree,"done",
setup_path,critPathBufInv,0,
synth,ys_cells,172,
timing,hold_violations,0,
setup_path,critical_path.top_delay_family,"AND-OR/OR-AND gates",
placed_design,pre_cts_ws,0.533,ns
synth,synthCells,172,
timing,final.setup.tns,0,ns
clock_network,htree_levels,2,
finish,stdcell_count,280,
synth,yosys_warnings,3,
timing,skew,0.00816,ns
grt,grt_max_degree,19,
power_and_ir_drop,powerDensity,572,nW/µm²
clock_network,postCtsSetupBuffers,0,
finish,layout-drive-gt1-share,5.52,%
timing,fmax,606,MHz
routing,ant_nets,0,
timing,report.final.slew_viol_count,0,
setup_path,crit_type,"register to register",
clock_network,path_clk_slew,0.06,ns
grt,overflow,0,
clock_network,cts.sink_count,31,
clock_network,cts_buffers,5,
routing,via_per_inst,3.90,
synth,syn_avg_cell_area,8.91,µm²
timing,rsz0062_at_grt,"no",
grt,grt_pass1_vias,1043,
synth,async_reset_ff_share,0,%
placed_design,placed_area,1700,µm²
routing,num_vias,1092,
grt,grt_pass1_wl,4660,µm
die,core_area,7210,µm²
finish,syn_to_final_growth,16.3,%
setup_path,r2r-start,"ds.r_counter[14]",
synth,ys_area,1530,µm²
clock_network,insertion_delay,0.28,ns
setup_path,r2r_end,"ds.r_counter[12]",
finish,final_cell_area,1780,µm²
synth,ys_seq_share,43.8,%
die,num_rows,31,
setup_path,r2r_cells,4,
run,tool_warnings,33,
grt,antenna_found_initial,0,
routing,wirelength,2490,µm
timing,fin_crit_sh,74.9,%
synth,edf_count,5,
finish,final_cell_mix,"nor2_1, dfxtp_1, inv_1",
finish,final_core_util,24.7,%
die,pin_count,9,
routing,wl_per_cell,8.89,µm
power_and_ir_drop,leakage,0.648,nW
setup_path,crit_cells,4,
setup_path,critPathSlowestCell,"o31ai_4",
timing,tightestPinTransition,0.746,ns
power_and_ir_drop,ir_worst_vdd,0.195,mV
synth,synth-seq-cells,31,
grt,track_usage,4.80,%
setup_path,path_cells,"and3_1 > nand2_1 > o31ai_4 > nor2_1",
clock_network,cts_hold_buf,0,
setup_path,reg2reg_slack,0.55,ns
clock_network,root_buffer,"clkbuf_8",
die,die_h,106,µm
setup_path,max_stage_delay,0.70,ns
die,die_area,11200,µm²
timing,setup_viol,0,
setup_path,required,2.33,ns
timing,setup_slack,0.551,ns
setup_path,arrival,1.78,ns
setup_path,worstSetupEndpoint,"ds.r_counter[12]",
synth,ff_type,"dfxtp_1",
run,cap_violations,0,
synth,syn-cell-area,1530,µm²
routing,drtIter0Drc,69,
routing,drtPass1Iterations,4,
setup_path,cp-startpoint,"ds.r_counter[14]",
setup_path,endpoint_kind,"register",
clock_network,cts_max_path_buffers,2,
timing,timing.slew.headroom,50.2,%
min_path,hp-class,"register to register",
setup_path,start_kind,"register",
placed_design,post-place-cells,272,
clock_network,cts-resized-gates,0,
cells by family after synthesis:
logic type / Yosys count / synth area share (%)
buffers and inverters: 25 / 6.69
muxes: 1 / 0.653
xor gates and xnor gates: 16 / 9.14
AOI/OAI and AO/OA: 21 / 9.47
adders and majority gates: 10 / 8.16
and+or+nand+nor: 68 / 22.1
DFF: 31 / 43.8
how the worst min path moves through the flow:
stage                         from    endpoint  slack [ns]  cells after the start
4_1_cts   ds.r_stable_switch_state  r_Switch_2        0.41                      0
5_1_grt   ds.r_stable_switch_state  r_Switch_2        0.43                      0
6_report  ds.r_stable_switch_state  r_Switch_2        0.40                      0
registers in the layout (all words and copies together) (netlist names):
register                  cells
ds.r_counter                 18
bt7sc.r_Hex_Encoding          7
ds.r_stable_switch_state      1
r_counter                     4
r_Switch_2                    1
worst register-to-register path: cells and delay by family (launching register included):
family,cells,cell delay [ns]
compound gates,1,0.70
simple gates,3,0.42
flops,1,0.39
metal layers:
metal  vias to the layer above  routed length [µm]  part of all wire [%]  global-route usage [%]
met5                         -                   0                     0                       0
met4                         0                  44                   1.8                   0.870
met3                         4                 150                   6.0                    1.90
met2                        14                1070                    43                    7.38
met1                       483                1220                    49                    6.34
li1                        591                   -                     -                       -
area by class of cell:
| type | count | area, µm² |
|---|---|---|
| clock buffers | 7 | 76.3 |
| clock inverters | 1 | 5.00 |
| fillers | 792 | 5430 |
| inverters | 18 | 67.6 |
| multi-input cells | 116 | 759 |
| flip-flops and latches | 31 | 671 |
| well taps | 99 | 124 |
| repair buffers | 8 | 80.1 |
Yosys cell counts (2+ instances only):
master / instances / area share (%)
clkbuf_1: 5 / 1.2
a31oi_1: 3 / 1.2
nand4_1: 6 / 2.4
xor2_1: 4 / 2.3
a21oi_1: 7 / 2.3
nand2_1: 10 / 2.4
xnor2_1: 12 / 6.9
a211oi_1: 2 / 0.98
inv_1: 18 / 4.4
dfxtp_1: 26 / 34
o21ai_0: 3 / 0.98
nor2b_1: 4 / 1.6
ha_1: 10 / 8.2
nand3_1: 6 / 2.0
edfxtp_1: 5 / 9.8
nor3_1: 5 / 1.6
nand2b_1: 2 / 0.82
nor2_1: 26 / 6.4
nor4_1: 5 / 2.0
power breakdown:
| part | switching, mW | leakage [nW] | total, mW | internal, mW |
|---|---|---|---|---|
| Combinational | 0.0129 | 0.347 | 0.0217 | 0.00881 |
| Clock | 0.193 | 0.0422 | 0.414 | 0.221 |
| Sequential | 0.00509 | 0.260 | 0.584 | 0.579 |
| Total | 0.211 | 0.648 | 1.02 | 0.809 |
Power is estimated from default activity; no workload was simulated.
